`run.sh`:
```
#!/bin/bash
# OpenROAD 26Q1-2900-gdf79404cd8, Yosys 0.63+post, stock flow scripts
make -C /OpenROAD-flow-scripts/flow DESIGN_CONFIG=/design/flow/config.mk WORK_HOME=/design/flow/orfs finish
```
`config.mk`:
```
export PLATFORM = sky130hd
export DESIGN_NAME = vgademo
export DESIGN_NICKNAME = vgademo
export VERILOG_FILES = /design/flow/design.v
export SDC_FILE = /design/flow/constraint.sdc
export NUM_CORES = 4
export LEC_CHECK = 1
export CORE_AREA = 10 10 93 93
export DIE_AREA = 0 0 103 103
```
`constraint.sdc`:
```
current_design vgademo

set clk_period 4.2
set clk_io_pct 0.2

create_clock -name clk0 -period $clk_period [get_ports {clk}]

set non_clock_inputs [all_inputs -no_clocks]
set_input_delay [expr $clk_period * $clk_io_pct] -clock clk0 $non_clock_inputs
set_output_delay [expr $clk_period * $clk_io_pct] -clock clk0 [all_outputs]
```
`design.v`:
```
module vgademo(
               input             clk,
               output reg [23:0] pixel,
               output reg [9:0]  counterX,
               output reg [9:0]  counterY,
               output reg        done
               );
   initial counterX = 0;
   initial counterY = 0;
   initial done = 0;
   wire                          counterXMaxed = (counterX == 639);
   wire                          counterYMaxed = (counterY == 479);
   always @(posedge clk)
     begin
        if (counterXMaxed)
          begin
             counterX <= 0;
             if (counterYMaxed)
               begin
                  counterY <= 0;
                  done <= 1;
               end
             else
               counterY <= counterY + 1;
          end
        else
          counterX <= counterX + 1;
        pixel <= 24'hff0000;
     end
endmodule
```
==> results.toml <==
# generated from flow reports
[outcome]
status = "finished, final reports clean"

[layout]
finish.utilization = 0.2126
area.growth.synth_to_final_pct = 23.04
stdcell_count = 222
drive_gt1_frac = 0.05634

[floorplan]
die_w_um = 103
rows = 30
initCoreUtil = 0.1728
io_pins = 46
die_y_um = 103
coreArea_mm2 = 0.006756
dieArea_mm2 = 0.01061

[synthesis]
yosysTopAreaCellShare = 0.2830
synth_cell_types = 33
largest_area_cell = "edfxtp_1"
synthFlopType = "edfxtp_1"
syn_avg_cell_area_um2 = 9.978
enable_flop_cells = 11
synth_flops = 21
topCellsByArea = "edfxtp_1 (28%), dfxtp_1 (17%), buf_4 (15%), nand3_1 (3.9%), xor2_1 (3.8%)"
ys_cells = 117
synth_warnings = 1
syn_inst = 117
ys_seq_frac = 0.4544
netlist_area_mm2 = 0.001167
yosysChipArea_mm2 = 0.001167
synthArstFlopShare = 0

[worst_setup_path]
cp-end-kind = "output pin"
slowest_stage = "clkdlybuf4s50_1"
worst-path-stages = 1
worstSetupStartpointType = "register"
crit_family = "buffers and inverters"
crit_required_ps = 3360
worstSetupPathType = "register to output pin"
crit_arrival_ps = 1230
cp_max_fo = 8
cp.buffers_inverters = 1
worstPathCellList = "clkdlybuf4s50_1"
worstRegToRegCells = 4
max_stage_delay_ps = 520

[placed_design]
gp_congestion = 0.8031
dp.final_hpwl_um = 1914
placedCellCount = 218
numPortBuffers = 21

[clocking]
cts_setup_buffers = 0
cts_buffers = 3
worstSkewPairLatency_ps = 260
clk_pin_slew_ps = 80
postCtsResizedCells = 0
root_buffer = "clkbuf_8"
ctsHoldBuffers = 0
cts_num_sinks = 21
clock_path_buffers = 2
cts_tree = "done"
htree_levels = 1

[detailed_routing]
vias = 820
routedWlPerCell_um = 11.14
dr.pass1.iters = 4
drc = 0
antenna_cells = 0
postRouteAntennaNets = 0
wl_um = 2473
drt_iter0_markers = 20
viasPerCell = 3.694

[sta]
tns_ps = 0
finalCritPeriodShare = 0.4921
holdWs_ps = 490.4
hold_violations = 0
setup_viol = 0
skew_ps = 0.6424
maxSlewViolCount = 0
max_freq_ghz = 0.4839
min_period_ps = 2067
rsz0062_at_grt = "false"

[run]
warnings = 25
maxCapViolations = 0

[min_path]
min_path_type = "register to register"
holdPathStages = 1

[power_and_ir_drop]
p_leak_uw = 0.0005945
peakVddDrop_mv = 0.08812
power.density_mw_per_mm2 = 241.6

[global_routing]
grt_first_pass_wirelength_um = 3933
grt_max_degree = 15
grt_pass1_vias = 796
antenna_found_initial = 0
groute.usage.overall = 0.04576
grt-ovfl-total = 0
-- synthesized netlist by cell type, types with 4 or more instances --
cell,instances
inv_1,4
nand2_1,8
xor2_1,5
nand3_1,9
edfxtp_1,11
nor3_1,6
dfxtp_1,10
xnor2_1,4
nor2_1,5
buf_4,24
-- worst reg2reg max path, cell delays in order, from the launching register on --
cell and delay [ps]:
edfxtp_1 440, ha_1 240, nand4_1 240, nor3_2 430
and2_1 190
-- report_power, final --
part           leakage (µW)  internal (µW)  switching (µW)
combinational      0.000366              0            1.20
clock             0.0000228           67.5            64.7
sequential         0.000206            214               0
total              0.000594            281            65.9
-- sequential cells by signal (all words and copies together) (netlist names) --
register and flops:
counterY 10, done 1, counterX 10
-- per-layer routing --
layer,track usage,share of wire
met5,0,0
met1,0.05806,0.44
met3,0.01828,0.097
met4,0.003209,0.0061
met2,0.07509,0.45
-- layout make-up --
| type | instances | area (µm²) |
|---|---|---|
| inverter | 4 | 15.01 |
| timing repair buffer | 22 | 217.7 |
| sequential | 21 | 530.5 |
| multi-input combinational | 91 | 528.0 |
| fill | 741 | 5320 |
| clock buffer | 4 | 45.04 |
| tap | 80 | 100.1 |
-- cell families (layout without fill, tap and decap cells) --
| family | count (synthesis) | after routing | synth area share |
|---|---|---|---|
| adder cells (fa/ha/maj) | 2 | 2 | 0.02143 |
| buffers and inverters | 28 | 30 | 0.1672 |
| XOR/XNOR | 9 | 9 | 0.06752 |
| AND-OR/OR-AND | 12 | 12 | 0.07504 |
| flip-flops | 21 | 21 | 0.4544 |
| AND/OR/NAND/NOR | 42 | 42 | 0.1983 |
| other | 2 | 25 | 0.006433 |
| multiplexers | 1 | 1 | 0.009646 |
-- path summary, 6_finish.rpt --
check / to / slack (ps) / start
worst min register to register: counterX[0]$_SDFF_PN0_ / 490 / counterX[0]$_SDFF_PN0_
worst min-delay path: counterX[0]$_SDFF_PN0_ / 490 / counterX[0]$_SDFF_PN0_
worst max-delay path: counterX[7] / 2130 / counterX[7]$_SDFF_PN0_
worst max register to register: done$_DFFE_PP_ / 2390 / counterY[0]$_SDFFCE_PN0N_
-- placed cells by master, fill, tap and decap left out, types with 2 or more instances in the layout --
| master | instances |
|---|---|
| nor2_1 | 5 |
| xor2_1 | 5 |
| or3_1 | 2 |
| conb_1 | 25 |
| nand3_1 | 9 |
| dfxtp_1 | 10 |
| xnor2_1 | 4 |
| edfxtp_1 | 11 |
| clkdlybuf4s50_1 | 21 |
| nor2b_1 | 2 |
| nor3_1 | 6 |
| or3b_1 | 2 |
| a21oi_1 | 2 |
| inv_1 | 4 |
| o21ai_0 | 2 |
| clkbuf_8 | 3 |
| o22a_1 | 2 |
| ha_1 | 2 |
| nand2_1 | 8 |
-- stage by stage --
stage | setup WS (ps) | power, µW | area [µm²]
after global placement | 2411 | 220.6 | 1391
final | 2133 | 347.0 | 1436
after floorplan | 1995 | 234.3 | 1254
after global routing | 2048 | 364.1 | 1436
after detailed placement | 2369 | 220.3 | 1391
after CTS | 2111 | 355.5 | 1436
Power figures rest on the tool's default switching activity, not on a simulated workload.
