[/design/flow/config.mk]
export PLATFORM = sky130hd
export DESIGN_NAME = regs
export DESIGN_NICKNAME = regs
export VERILOG_FILES = /design/flow/design.v
export SDC_FILE = /design/flow/constraint.sdc
export NUM_CORES = 4
export LEC_CHECK = 1
export CORE_UTILIZATION = 50
[/design/flow/constraint.sdc]
current_design regs

set clk_period 4.4
set clk_io_pct 0.2

create_clock -name clk0 -period $clk_period [get_ports {clk}]

set non_clock_inputs [all_inputs -no_clocks]
set_input_delay [expr $clk_period * $clk_io_pct] -clock clk0 $non_clock_inputs
set_output_delay [expr $clk_period * $clk_io_pct] -clock clk0 [all_outputs]
[/design/flow/design.v]
module regs(input clk,
            input [3:0] rin0, output reg[31:0] rout0,
            input [3:0] rin1, output reg[31:0] rout1,
            input       wen0, input[3:0] win0, input[31:0] wdata0,
            input [1:0] rpred, output reg predout,
            input       wpreden, input[1:0] wpred, input write_pred_value,
            input       writing_regs, input[255:0] change_me,
            input       give_me, output reg [255:0] the_regs
            );
   reg [31:0]           data[0:15];
   reg                  pred[3:0];
   initial pred[0] = 1;
   initial pred[1] = 1;
   initial pred[2] = 1;
   initial pred[3] = 1;
   integer              i;
   always @(posedge clk) begin
      if (writing_regs) begin
         for (i = 0; i < 8; i = i + 1) begin
            data[i] <= change_me[(32*(8 - i - 1)+31)-:32];
         end
         i = 0;
      end
      for (i = 0; i < 8; i = i + 1) begin
        the_regs[(32*(8 - i - 1)+31)-:32] <= data[i];
      end
      i = 0;
      rout0 <= data[rin0];
      rout1 <= data[rin1];
      predout <= pred[rpred];
      if (wen0) begin
         data[win0] <= wdata0;
      end
      if (wpreden) begin
         pred[wpred] <= write_pred_value;
      end
   end
endmodule
[/design/flow/run.sh]
#!/bin/bash
# OpenROAD 26Q1-2900-gdf79404cd8, Yosys 0.63+post, stock flow scripts
make -C /OpenROAD-flow-scripts/flow DESIGN_CONFIG=/design/flow/config.mk WORK_HOME=/design/flow/orfs finish
==> Implementation_results.wiki <==
=== Synthesis and place and route ===
{| class="wikitable"
! Metric !! Value
|-
| Count of fill cells added during filler insertion || 4329
|-
| Finished Cell Area || 43130 sq um
|-
| Total number of H-tree levels || 3
|-
| Leading post-synthesis cells by cell area || sky130_fd_sc_hd__edfxtp_1 47%, sky130_fd_sc_hd__dfxtp_1 20%, sky130_fd_sc_hd__mux4_2 18%
|-
| Post-synth seq share || 67.01%
|-
| Post-route DRC violation count || 0
|-
| Clock transition at the registers of the reported paths || 60 ps
|-
| Cts-stage hold buffer count || 0
|-
| Total number of vias || 19250
|-
| Required time at the endpoint of the critical path || 4780 ps
|-
| Final estimated routing congestion in global placement || 0.8827
|-
| Main logic family after synthesis || multiplexers
|-
| Portion of synthesized cell area occupied by the leading cell type || 47.36%
|-
| # clock sinks || 837
|-
| Number of cells in Yosys stat || 1701
|-
| Pre-antenna DRT Iters || 5
|-
| Top-Level Pins || 631
|-
| Vertical die dimension || 257.8 um
|-
| Largest fanout on the critical path || 20
|-
| Final setup violating endpoints || 0
|-
| Xor+xnor area frac || 0%
|-
| MaxCap Viol Count || 0
|-
| Share of layout cells above drive strength 1 || 29.92%
|-
| Tcrit/Tclk final || 65.13%
|-
| Sum of negative setup slack || 0 ps
|-
| Power density cells || 426.7 nW/um^2
|-
| Area enclosed by the die boundary || 66460 sq um
|-
| Clk Tree Root Cell || sky130_fd_sc_hd__clkbuf_16
|-
| Yosys reg bits || 837
|-
| Sum of overflow across all layers after global routing || 0
|-
| Minimum period implied by the final worst setup slack || 2866 ps
|-
| AND/OR/NAND/NOR Cells, Area Fraction || 1.583%
|-
| Slew of the pin with the lowest slew margin || 842.7 ps
|-
| Category of the worst setup path launch point || input port
|-
| Chip area estimate from yosys synthesis || 32710 sq um
|-
| AND-OR/OR-AND Cells, Area Fraction || 2.937%
|-
| Class of the tightest hold or removal check || flop to flop
|-
| MUX area fraction || 26.84%
|-
| Yosys top cell by area || sky130_fd_sc_hd__edfxtp_1
|-
| Post-Synth Adder-Cell Area || 0%
|-
| Busiest layer in global routing || met2
|-
| Layout overhead on the synthesized area || 31.85%
|-
| Final tally of max-slew violations || 0
|-
| Number of clock buffers inserted by TritonCTS || 87
|-
| Post-CTS setup-driven buffer insertion count || 0
|-
| Total cell area at the placement stage || 40370 sq um
|-
| Average wire per standard cell || 29.82 um
|-
| Post-CTS sizing || 0
|-
| Detail Placement HPWL || 64470 um
|-
| Clock insertion delay at the later pin of the skew report || 620 ps
|-
| Count of buffers from port buffering || 629
|-
| Critical path arrival || 3240 ps
|-
| DR vias/cell || 5.856
|-
| Maximum number of pins on one net before global-route repair || 57
|-
| Global-route total usage across every layer || 33.13%
|-
| Initial drt markers || 916
|-
| Top cells excl fill/tap || 625 x sky130_fd_sc_hd__clkdlybuf4s50_1, 516 x sky130_fd_sc_hd__edfxtp_1, 321 x sky130_fd_sc_hd__dfxtp_1, 257 x sky130_fd_sc_hd__mux4_2, 227 x sky130_fd_sc_hd__mux2_2
|-
| Cell count after synthesis || 1701
|-
| Initial standard-cell utilization of the core || 50.66%
|-
| Floorplan core area || 64580 sq um
|-
| Highest clock rate || 349.0 MHz
|-
| Largest voltage drop on the vdd net || 283.8 uV
|-
| First-pass GRT wire length || 141500 um
|-
| Most common logic cell in the routed design || sky130_fd_sc_hd__clkdlybuf4s50_1
|-
| Worst hold path cell count || 0
|-
| Type of the setup path with the least slack || input port to flop
|-
| Post-synthesis cell type count || 28
|-
| Clock Path Buffers || 3
|-
| Average size of a mapped cell || 19.23 sq um
|-
| RSZ-0062 raised after global routing || false
|-
| Overall routed net length || 98060 um
|-
| GRT met2 Usage || 48.57%
|-
| Result of the run || complete, no violations
|-
| Crit end category || flop
|-
| Clock tree from TritonCTS || done
|-
| Worst r2r path cells || 3
|-
| Final Hold Viols || 0
|-
| GRT met1 Usage || 46.93%
|-
| Number of placement rows || 93
|-
| Number of warnings issued by yosys || 1
|-
| Post-route clock skew || 13.61 ps
|-
| Number of global-route vias before repair || 21350
|-
| Antenna violation net count after detailed routing || 0
|-
| M3 GR Usage || 19.93%
|-
| Number of antenna violations at the first check in global routing || 7
|-
| Max-slew headroom || 43.82%
|-
| Count of tool warnings || 27
|-
| Die extent in x || 257.8 um
|-
| Leak Pwr || 15.23 nW
|-
| Post-Synthesis Cell Area || 32710 sq um
|}
## per-stage QoR
| step | worst slack [ps] | cells | hold WS (ps) | utilization (%) | power [mW] |
|---|---|---|---|---|---|
| 2_1_floorplan | 643.0 | 1701 | 359.3 | - | 10.05 |
| 3_3_place_gp | 996.3 | 3126 | 364.4 | 62.50 | 11.47 |
| 3_5_place_dp | 949.9 | 3126 | 372.6 | 62.50 | 11.49 |
| 4_1_cts | 1615 | 3285 | 383.0 | 66.78 | 18.54 |
| 5_1_grt | 1502 | 3287 | 384.7 | 66.79 | 19.00 |
| 6_report | 1534 | 3288 | 383.2 | 66.79 | 18.41 |
## registers in the layout (all words and copies together), names as in the netlist
register	cells
the_regs	256
predout	1
rout0	32
data	512
rout1	32
pred	4
## layout make-up
| type | instances | area [sq um] | share of cell area [%] |
|---|---|---|---|
| Antenna cell | 3 | 7.507 | 0.01740 |
| Clock buffer | 142 | 2606 | 6.042 |
| Clock inverter | 17 | 155.1 | 0.3597 |
| Multi-Input combinational cell | 750 | 10420 | 24.15 |
| Sequential cell | 837 | 21920 | 50.82 |
| Tap cell | 855 | 1070 | 2.480 |
| Timing Repair Buffer | 684 | 6959 | 16.13 |
## power breakdown
group | switching (mW) | internal [mW]
sequential | 0.283 | 8.94
clock | 2.93 | 4.16
combinational | 0.781 | 1.31
## cells by family (layout without fill, tap and decap cells)
logic type	Yosys count	in the layout
DFF	837	837
other	0	3
muxes	513	513
buffers and inverters	114	843
and+or+nand+nor	109	109
AOI/OAI and AO/OA	128	128
## synth_stat cells (all sizes together)
cell type,instances
and3,2
mux2,256
or3,1
nor2b,4
dfxtp,321
nor3,2
nand3b,4
nor3b,2
nand3,1
nor2,13
nand2b,6
and3b,1
nand2,67
buf,68
clkbuf,46
a22oi,128
mux4,257
and2,2
edfxtp,516
or2,4
## path summary, 6_finish.rpt
kind	start	to	slack [ps]
worst min register to register	data[7][3]$_DFFE_PP_	the_regs[3]$_DFF_P_	380
worst min-delay path	data[7][3]$_DFFE_PP_	the_regs[3]$_DFF_P_	380
worst max-delay path	wen0	data[1][23]$_DFFE_PP_	1530
worst max register to register	data[11][2]$_DFFE_PP_	rout0[2]$_DFF_P_	2870
## worst max-delay path, stage by stage
cell,delay [ps]
sky130_fd_sc_hd__clkdlybuf4s50_1,570
sky130_fd_sc_hd__nor3b_2,490
sky130_fd_sc_hd__nand3b_4,470
sky130_fd_sc_hd__buf_4,430
sky130_fd_sc_hd__mux2_2,340
## metal layers
metal | vias to the layer above | wire, um | share of wire (%)
met1 | 9679 | 34240 | 35
li1 | 8264 | - | -
met4 | 12 | 2116 | 2.2
met2 | 1148 | 47370 | 48
met5 | - | 166 | 0.17
met3 | 151 | 14160 | 14
Power and IR drop assume default switching activity.
